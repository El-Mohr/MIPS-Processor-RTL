==> /design/flow/design.v <==
`timescale 1ns / 1ps
module write_back #( 
	parameter data_width = 32
)
(
	input [2:0] reg_write_src,
	input [data_width-1:0] mem_data,
	input [data_width-1:0] alu_data,
	input [data_width-1:0] hi_reg,
	input [data_width-1:0] lo_reg,
	input [data_width-1:0] PC_plus4,
	output [data_width-1:0] wb_data
);
assign wb_data = reg_write_src==0? alu_data : reg_write_src==1? mem_data :  reg_write_src==2? hi_reg : reg_write_src==3? lo_reg : PC_plus4;
endmodule
==> /design/flow/run.sh <==
#!/bin/bash
# OpenROAD 26Q1-2900-gdf79404cd8, Yosys 0.63+post, stock flow scripts
make -C /OpenROAD-flow-scripts/flow DESIGN_CONFIG=/design/flow/config.mk WORK_HOME=/design/flow/orfs finish
==> /design/flow/config.mk <==
export PLATFORM = sky130hd
export DESIGN_NAME = write_back
export DESIGN_NICKNAME = write_back
export VERILOG_FILES = /design/flow/design.v
export SDC_FILE = /design/flow/constraint.sdc
export NUM_CORES = 4
export LEC_CHECK = 1
export CORE_AREA = 10 10 106 106
export DIE_AREA = 0 0 116 116
==> /design/flow/constraint.sdc <==
current_design write_back

set clk_period 10.0
set clk_io_pct 0.2

create_clock -name clk0 -period $clk_period

set non_clock_inputs [all_inputs -no_clocks]
set_input_delay [expr $clk_period * $clk_io_pct] -clock clk0 $non_clock_inputs
set_output_delay [expr $clk_period * $clk_io_pct] -clock clk0 [all_outputs]
==> notes.md <==
Summary of the current implementation state.

- The area growth from synthesis to final layout is 165.4%, for reference.
- The number of buffers and inverters on the critical path is 4.
- Measured on the finished design, the core utilization comes to 0.3517.
- The sequential cell fraction of total power is 0, for reference.
- The count of buffers inserted at the top-level ports is 195, for reference.
- The initial antenna violation count came to 0.
- The proportion of power drawn by combinational gates is 1.000, for reference.
- After clock tree synthesis, the flow added hold-fix buffers numbering 0.
- The non-filler instance count after layout is 438, for reference.
- The type of element capturing the critical path is an output pin, for reference.
- The type of the worst setup path is in2out, for reference.
- Per the detailed-route log, wirelength across all metal layers totals 8199 um.
- The synthesized netlist cell count is 151, for reference.
- After detailed routing, the number of remaining DRC violations is 0.
- The areal power density over the cells is 41.23 mW/mm2, for reference.
- The largest vdd supply drop is 0.01313 mV, for reference.
- The number of antenna diodes in the final layout is 0.
- Checking max transition, the worst relative margin is 0.4599.
- The count of cells resized by post-cts repair is 0, for reference.
- The number of global-route vias before repair is 1991, for reference.
- Of the cells placed in the final design, the portion with a size suffix greater than 1 is 0.02424.
- The sum of negative setup slack is 0 ns, for reference.
- The maximum fanout along the worst path is 35, for reference.
- In the finished design, the share of the clock period the worst path needs comes to 0.6443.
- The clock buffer count in the final layout is 0, for reference.
- STA puts the critical path data required time at 8.00 ns.
- Walking the worst path, the cells encountered are clkdlybuf4s50_1, buf_4, nand2b_1, buf_4, o211ai_1, clkdlybuf4s50_1.
- The total placed cells including tap cells is 438, for reference.
- Detailed-route iteration 0 reported a violation count of 100.
- Per the OpenROAD floorplan log, the area of the core is 0.008848 mm2.
- The count of warnings emitted by yosys is 0, for reference.
- The stage logs contain a warning count of 32.
- The run finished with clean final reports.
- The average cell area after synthesis is 7.764 um2, for reference.
- The sequential cell count is 0, for reference.
- At the end of routability-driven placement, the weighted congestion stood at 0.8505.
- Static timing analysis puts the maximum clock frequency at 155.2 MHz.
- The number of core rows is 34, for reference.
- The number of ports placed on the die boundary is 195, for reference.
- In the final layout, the fill cell count is 910.
- The number of max-cap violations is 0, for reference.
- The top cell type in the final layout, fill and taps aside, is sky130_fd_sc_hd__clkdlybuf4s50_1.
- The count of endpoints failing setup in the final report is 0, for reference.
- After detailed routing, the average wire length per cell comes to 18.72 um.
- The cell family contributing the most delay on the critical path is buffers and inverters.
- The chip area line in the Yosys stat output reads 0.001172 mm2.
- In the routed layout, each cell is associated on average with a via count of 4.491.
- Looking at the post-CTS report, the setup buffer insertion count equals 0.
- Per STA, the highest per-stage delay on the worst path measures 0.66 ns.
- The first global-routing pass estimated 11480 um of wire.
- The number of hold violations in the final report is 0, for reference.
- STA reports the tightest min-delay check as being of type in2out.
- The first-pass iteration count of the detailed router is 4, for reference.
- The arrival time at the worst endpoint is 4.44 ns, for reference.
- The HPWL after detailed placement is 6772 um.
- The cell-internal power is 0.09274 mW, for reference.
- After layout, the design draws a total of 0.1283 mW.
- The number of max-slew violations in the final report is 0, for reference.
- The area of the mapped netlist is 0.001172 mm2, for reference.
- The die covers 0.01346 mm2.
- The residual overflow from global routing is 0, for reference.
- The part of the Yosys area used for sequential elements is 0, for reference.
- The static leakage is 1.091 nW, for reference.
- STA classifies the critical path startpoint as an input pin.
- The die width is 116 um, for reference.
- The switching power of the nets is 0.03554 mW, for reference.
- Switching power as a fraction of the total was reported as 0.2771.
- Sorting the Yosys area breakdown by cell type puts at the top sky130_fd_sc_hd__mux2i_1.
- The largest net degree at the start of global routing is 39, for reference.
- The shortest period the worst path allows is 6.443 ns, for reference.
- Overall routing resource usage recorded by global route was 0.1067.
- The starting utilization of the core area is 0.1325, for reference.
- The slowest cell on the critical path is sky130_fd_sc_hd__nand2b_1, for reference.
- Across the whole layout, storage elements account for 0 um2.
- The synthesis report lists the most area-consuming cells as sky130_fd_sc_hd__mux2i_1 27%, sky130_fd_sc_hd__a32oi_1 24%, sky130_fd_sc_hd__o211ai_1 20%, sky130_fd_sc_hd__nand2_1 10%, sky130_fd_sc_hd__buf_12 5.1%.
- Setup repair after global routing left no endpoint under its margin.
- In the final layout, the multi-input gates occupy 999.7 um2.
- The portion of total power attributed to the clock network is 0, for reference.
- Per the cell usage report, the commonest logic cells after layout are 194 x sky130_fd_sc_hd__clkdlybuf4s50_1, 32 x sky130_fd_sc_hd__mux2i_1, 32 x sky130_fd_sc_hd__a32oi_1, 32 x sky130_fd_sc_hd__nand2_1, 31 x sky130_fd_sc_hd__o211ai_1.
- At the pin with the least slew margin, the transition time is 0.8082 ns.
- In this run the remaining antenna-violating nets after routing total 0.
- Of the post-synthesis cell area, the dominant cell type holds 0.2732.
- The unique cell type count in the Yosys netlist is 12, for reference.
- The die extent in y is 116 um, for reference.
- The yosys cell count is 151, for reference.
- Detailed routing inserted a total of 1967 vias.
cell type report:
cell class	instances	area share
repair buffers	199	0.6353
multi-input cells	131	0.3213
well taps	108	0.04343
power groups by stage:
stage / logic, mW / registers [mW] / clock network, mW
global route: 0.138 / 0 / 0
finish: 0.128 / 0 / 0
CTS: 0.130 / 0 / 0
stage by stage:
step | area, um2 | worst slack [ns] | hold WS [ns]
2_1_floorplan | 1172 | 5.350 | 4.071
3_3_place_gp | 3112 | 3.561 | 4.935
3_5_place_dp | 3112 | 3.530 | 4.936
4_1_cts | 3112 | 3.517 | 4.943
5_1_grt | 3112 | 3.366 | 4.948
6_report | 3112 | 3.557 | 4.931
path summary, 6_finish.rpt:
path / to / slack (ns) / cells after the start / from
setup / recovery: wb_data[13] / 3.56 / 6 / reg_write_src[2]
hold / removal: wb_data[5] / 4.93 / 4 / alu_data[5]
Yosys cell counts, drive strengths merged:
cell type / count
buf: 20
mux2i: 32
nor3: 1
o211ai: 32
nand2b: 1
a32oi: 32
nand2: 32
nor2: 1
metal layers:
layer	track usage	part of all wire	wire [um]	vias to the layer above
met5	0	0	0	-
met2	0.2025	0.53	4368	79
met3	0.03035	0.092	753	0
li1	-	-	-	992
met1	0.1222	0.38	3077	896
met4	0	0	0	0
cell families after synthesis:
group,Yosys count,share of synthesized area
AND/OR/NAND/NOR,35,0.1313
multiplexers,32,0.2732
AND-OR/OR-AND,64,0.4482
buffers and inverters,20,0.1473
Power and IR drop assume default switching activity.
